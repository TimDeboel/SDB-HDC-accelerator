File: ./config.mk
export PLATFORM = sky130hd
export DESIGN_NAME = sky130_sram_64x32
export DESIGN_NICKNAME = sky130_sram_64x32
export VERILOG_FILES = /design/flow/design.v
export SDC_FILE = /design/flow/constraint.sdc
export NUM_CORES = 4
export LEC_CHECK = 1
export CORE_UTILIZATION = 30
File: ./constraint.sdc
current_design sky130_sram_64x32

set clk_period 10.2
set clk_io_pct 0.2

create_clock -name clk0 -period $clk_period [get_ports {clk0}]

set non_clock_inputs [all_inputs -no_clocks]
set_input_delay [expr $clk_period * $clk_io_pct] -clock clk0 $non_clock_inputs
set_output_delay [expr $clk_period * $clk_io_pct] -clock clk0 [all_outputs]
File: ./design.v
module sky130_sram_64x32(
    clk0,csb0,web0,addr0,din0,dout0
  );
  parameter DATA_WIDTH = 64 ;
  parameter ADDR_WIDTH = 5 ;
  parameter RAM_DEPTH = 1 << ADDR_WIDTH;
  parameter DELAY = 0 ;
  parameter VERBOSE = 1 ;  
  parameter T_HOLD = 1 ;  
  input  clk0;  
  input   csb0;  
  input  web0;  
  input [ADDR_WIDTH-1:0]  addr0;
  input [DATA_WIDTH-1:0]  din0;
  output [DATA_WIDTH-1:0] dout0;
  reg [DATA_WIDTH-1:0]  dout0;
  reg [DATA_WIDTH-1:0]    mem [0:RAM_DEPTH-1];
  always @ (negedge clk0)
  begin : MEM_WRITE0
    if ( !csb0 && !web0 ) begin
        mem[addr0][63:0] <= din0[63:0];
    end
  end
  always_comb
  begin : MEM_READ0
    if (!csb0 && web0)
       dout0 = mem[addr0];
    else
       dout0 = 'bx;
  end
endmodule
File: ./run.sh
#!/bin/bash
# OpenROAD 26Q1-2900-gdf79404cd8, Yosys 0.63+post, stock flow scripts
make -C /OpenROAD-flow-scripts/flow DESIGN_CONFIG=/design/flow/config.mk WORK_HOME=/design/flow/orfs finish
==> impl_metrics.csv <==
group,metric,value,unit
floorplan,die_height,511,um
hold_path,hold_class,"input pin to output pin",
sta,drv_slew,0,
layout,fin_cells,9979,
floorplan,chip_area,261000,um^2
synth,synthesis.area,77700,um^2
outcome,status,"finished clean",
sta,grt_setup_unrepaired,"no",
layout,top_regs,"mem x2048",
synth,syn-instance-count,4074,
placed_design,portBuffers,135,
global_routing,grt_pass1_vias,50806,
pwr,p_sw,5540,uW
pwr,p_sw_share,27.2,%
synth,synth-async-reset-ratio,0,%
floorplan,pin_count,136,
synth,yosys_warnings,1,
synth,ys_ff,2048,
pwr,internal_power,14800,uW
drt,via_count,45824,
synth,ys_seq_share,79.2,%
global_routing,met3_usage,13.8,%
synth,yosys.area.top_type,"edfxtp_1",
worst_setup_path,cp_max_fo,1,
clock_tree,cts_num_sinks,2048,
drt,first_pass_iters,5,
clock_tree,htreeDepth,4,
synth,ys_cells,4074,
global_routing,track_usage,16.3,%
clock_tree,cts_tree,"yes",
worst_setup_path,start_kind,"flop",
clock_tree,cts_hold_buf,0,
floorplan,fp-row-count,186,
synth,edf_count,2048,
sta,tightestPinTransition,0.897,ns
synth,avgSynthCellArea,19.1,um^2
placed_design,dp_hpwl,108,mm
sta,max_slew_margin,40.2,%
layout,design_area,98400,um^2
clock_tree,cts-buffers-inserted,200,
synth,ys_area,77700,um^2
drt,final_antenna_net_count,0,
layout,fillers,22686,
floorplan,fp_util,30.2,%
global_routing,grt.met1_usage,17.1,%
drt,diodes,0,
synth,synth_cell_types,23,
synth,top_area_share,79.2,%
drt,postRouteWirelength,200,mm
synth,area_leaders,"edfxtp_1, mux2i_1, o22ai_1",
layout,area_delta_synth_final,26.7,%
drt,drtIter0Drc,2474,
hold_path,min_to,"dout0[16]",
pwr,p_leak,0.0416,uW
global_routing,antenna_found_initial,2,
drt,drc,0,
global_routing,grt_overflow,0,
clock_tree,cts_setup_buffers,0,
floorplan,fp.dieW,511,um
clock_tree,clockBufferDepth,3,
hold_path,worstHoldStart,"addr0[1]",
job,cap_violations,0,
drt,wire_per_inst,20.1,um
drt,vias_per_cell,4.59,
global_routing,grt_max_degree,101,
clock_tree,clk_pin_slew,0.03,ns
placed_design,gp_congestion,0.836,
layout,fin_util,38.3,%
global_routing,grt_pass1_wl,295,mm
worst_setup_path,path_class,"flop to output pin",
clock_tree,root_buffer,"clkbuf_16",
worst_setup_path,crit_required,8.16,ns
pwr,power.density,207,nW/um^2
layout,drive_gt1_share,8.86,%
sta,hold_violations,0,
pwr,ir_worst_vdd,204,uV
pwr,clockPowerShare,49.7,%
synth,synth.most_common_cell,"edfxtp_1",
placed_design,place_area,84300,um^2
layout,top_register,"mem",
sta,hold-worst-slack,5.40,ns
worst_setup_path,worstSetupEndpointType,"output pin",
pwr,power_frac_seq,46.3,%
placed_design,dp.cells,7572,
global_routing,use_met2,23.7,%
sta,setup_viol_count_final,0,
job,warnings,1030,
layout,largest_reg_flops,2048,
worst_setup_path,crit_arrival,8.01,ns
pwr,combPwrFrac,4.1,%
floorplan,core,257000,um^2
hold_path,min_path_cells,6,
synth,flop_cell,"edfxtp_1",
global_routing,top_usage_layer,"met2",
synth,netlist_top_cells_count,"edfxtp_1, mux2i_1, o22ai_1",
==> layout by cell type (no fill, tap or decap), drive strengths merged <==
cell / count
or4: 2
clkbuf: 203
or3: 1
clkinvlp: 63
or3b: 2
nand4bb: 6
nand3b: 4
buf: 221
nand3: 2
nor4: 128
nand4: 1
clkinv: 10
nand2: 66
nand4b: 4
o22ai: 512
bufinv: 16
clkdlybuf4s50: 128
edfxtp: 2048
nor3: 4
inv: 2116
or4b: 4
mux2i: 1024
nor2: 30
==> per-layer routing <==
| layer | share of wire (%) | vias up |
|---|---|---|
| li1 | - | 21449 |
| met1 | 35 | 21750 |
| met2 | 48 | 2375 |
| met3 | 15 | 248 |
| met4 | 1.9 | 2 |
| met5 | 0.042 | - |
==> per-stage QoR <==
stage | setup TNS (ns) | setup WS (ns) | power (uW)
after floorplan | -948.58 | -1.05 | 11100
after global placement | 0 | 0.554 | 11500
after detailed placement | 0 | 0.596 | 11500
after CTS | 0 | 0.0426 | 20700
after global routing | 0 | 0.00117 | 21700
final | 0 | 0.147 | 20300
==> power by group through the flow <==
stage / Combinational [uW] / Clock, uW / Sequential, uW
final: 827 / 10100 / 9410
after global routing: 899 / 11500 / 9390
after CTS: 849 / 10500 / 9410
==> layout make-up <==
class | instances | area (um^2) | share of cell area [%]
flip-flops and latches | 2048 | 61500 | 62.5
multi-input cells | 1790 | 15300 | 15.6
clock inverters | 2205 | 8980 | 9.13
clock buffers | 203 | 5080 | 5.16
well taps | 3384 | 4230 | 4.30
repair buffers | 349 | 3300 | 3.35
==> what timing repair did <==
action	in CTS	in global routing
endpoints found under the setup margin	4	7
gates resized	4	7
pin swaps	0	0
==> worst max path at each step <==
| stage | cells after the start | start | to | slack [ns] |
|---|---|---|---|---|
| 4_1_cts | 6 | mem[1][7] | dout0[7] | 0.04 |
| 5_1_grt | 5 | mem[21][9] | dout0[9] | 0.001 |
| 6_report | 6 | mem[1][7] | dout0[7] | 0.15 |
==> logic make-up (layout without fill, tap and decap cells) <==
group / count (synthesis) / in the layout / synth area share, %
flops: 2048 / 2048 / 79.2
compound gates: 512 / 512 / 4.12
simple gates: 254 / 254 / 1.83
mux: 1024 / 1024 / 13.2
buf+inv: 236 / 2757 / 1.69
==> worst max-delay path, cell delays in order, from the launching register on <==
cell             delay, ns
edfxtp_1              0.36
mux2i_1               0.17
o22ai_1               0.17
nor4_1                0.65
buf_4                 0.24
nand2_1               0.11
clkdlybuf4s50_1       0.44
Power is estimated from default activity; no workload was simulated.
