<file path="/design/flow/run.sh">
#!/bin/bash
# OpenROAD 26Q1-2900-gdf79404cd8, Yosys 0.63+post, stock flow scripts
make -C /OpenROAD-flow-scripts/flow DESIGN_CONFIG=/design/flow/config.mk WORK_HOME=/design/flow/orfs finish
</file>
<file path="/design/flow/config.mk">
export PLATFORM = sky130hd
export DESIGN_NAME = csr
export DESIGN_NICKNAME = csr
export VERILOG_FILES = /design/flow/design.v
export SDC_FILE = /design/flow/constraint.sdc
export NUM_CORES = 4
export LEC_CHECK = 1
export CORE_UTILIZATION = 50
</file>
<file path="/design/flow/constraint.sdc">
current_design csr

set clk_period 9.1
set clk_io_pct 0.2

create_clock -name clk0 -period $clk_period [get_ports {clk_i}]

set non_clock_inputs [all_inputs -no_clocks]
set_input_delay [expr $clk_period * $clk_io_pct] -clock clk0 $non_clock_inputs
set_output_delay [expr $clk_period * $clk_io_pct] -clock clk0 [all_outputs]
</file>
<file path="/design/flow/design.v">
module csr #(
  parameter int unsigned CSR_WIDTH = 32,
  parameter int unsigned CSR_ADDR_WIDTH = 32,
  parameter int unsigned AM_ADDR_WIDTH = 13
)(
  input  logic                    clk_i,
  input  logic                    rst_ni,
  input  logic [CSR_ADDR_WIDTH-1:0] csr_addr_i,
  input  logic [CSR_WIDTH-1:0]      csr_wr_data_i,
  input  logic                      csr_wr_en_i,
  input  logic                      csr_req_valid_i,
  output logic                      csr_req_ready_o,
  output logic [CSR_WIDTH-1:0]      csr_rd_data_o,
  output logic                      csr_rsp_valid_o,
  input  logic                      csr_rsp_ready_i,
  output logic                      csr_start_o,
  output logic        in_valid,
  output logic [5:0]  in_value,
  output logic        input_done,
  input  logic        running,
  input  logic        in_ready,
  input  logic        output_valid,
  input  logic [4:0]  out,
  output logic        sliding_window_mode,
  output logic        signature_encoding_mode,
  output logic        shift_binding_mode,
  output logic [5:0]  shift_amount_in,
  output logic        acc1_mode,
  output logic        cdt_mode,
  output logic        acc2_mode,
  output logic [5:0]  window1_size,
  output logic [3:0]  cdt_k_factor,
  output logic [2:0]  thr1_val,
  output logic [6:0]  thr2_val,
  output logic        or_mode,
  output logic [CSR_WIDTH-1:0]  am_addr_base,
  output logic [CSR_WIDTH-1:0]  am_addr_max,
  output logic        am_write_encoded,
  output logic        soft_reset
);
  localparam int unsigned CSR_START       = 32'd0;
  localparam int unsigned CSR_INPUT       = 32'd1;
  localparam int unsigned CSR_STATUS      = 32'd2;
  localparam int unsigned CSR_P_BINDING   = 32'd3;
  localparam int unsigned CSR_P_BUNDLING  = 32'd4;
  localparam int unsigned CSR_AM_BASE     = 32'd5;
  localparam int unsigned CSR_AM_MAX      = 32'd6;
  localparam int unsigned CSR_RESET       = 32'd7;
  logic [CSR_WIDTH-1:0]      csr_input_o;   
  logic [CSR_WIDTH-1:0]      csr_status_i;
  logic [CSR_WIDTH-1:0]      csr_p_binding_o;
  logic [CSR_WIDTH-1:0]      csr_p_bundling_o;
  logic [CSR_WIDTH-1:0]      csr_am_base_o;
  logic [CSR_WIDTH-1:0]      csr_am_max_o;
  logic [CSR_WIDTH-1:0]      csr_soft_reset_o;
  always_comb begin
    in_valid        = csr_input_o[0];
    in_value        = csr_input_o[6:1];
    shift_amount_in = csr_input_o[12:7];
    input_done      = csr_input_o[13];
    csr_status_i[0]   = running;
    csr_status_i[1]   = in_ready;
    csr_status_i[2]   = output_valid;
    csr_status_i[7:3] = out;
    csr_status_i[CSR_WIDTH-1:8] = '0;
    sliding_window_mode     = csr_p_binding_o[0];
    signature_encoding_mode = csr_p_binding_o[1];
    shift_binding_mode      = csr_p_binding_o[2];
    acc1_mode         = csr_p_bundling_o[0];
    cdt_mode          = csr_p_bundling_o[1];
    acc2_mode         = csr_p_bundling_o[2];
    window1_size      = csr_p_bundling_o[8:3];
    cdt_k_factor      = csr_p_bundling_o[12:9];
    thr1_val          = csr_p_bundling_o[15:13];
    thr2_val          = csr_p_bundling_o[22:16];
    or_mode           = csr_p_bundling_o[23];   
    am_write_encoded  = csr_p_bundling_o[24];
    am_addr_base  = csr_am_base_o;
    am_addr_max   = csr_am_max_o;
    soft_reset    = !csr_soft_reset_o[0];
  end
  logic req_success;
  assign csr_req_ready_o = csr_status_i[1];
  assign req_success = csr_req_valid_i;
  always_ff @ (posedge clk_i or negedge rst_ni) begin
    if(!rst_ni) begin
      csr_input_o       <= '0;
      csr_p_binding_o   <= '0;
      csr_p_bundling_o  <= '0;
      csr_am_base_o     <= '0;
      csr_am_max_o      <= '0;
      csr_soft_reset_o  <= '0;
    end else begin
      if(req_success && csr_wr_en_i) begin
        case(csr_addr_i)
          CSR_INPUT:        csr_input_o       <= csr_wr_data_i;
          CSR_P_BINDING:    csr_p_binding_o   <= csr_wr_data_i;
          CSR_P_BUNDLING:   csr_p_bundling_o  <= csr_wr_data_i;
          CSR_AM_BASE:      csr_am_base_o     <= csr_wr_data_i;
          CSR_AM_MAX:       csr_am_max_o      <= csr_wr_data_i;
          CSR_RESET:        begin
            if (csr_soft_reset_o[0] == 0)
              csr_soft_reset_o  <= csr_wr_data_i;
            else
              csr_soft_reset_o  <= 0;
          end
          default: begin
            csr_input_o       <= csr_input_o;
            csr_p_binding_o   <= csr_p_binding_o;
            csr_p_bundling_o  <= csr_p_bundling_o;
            csr_am_base_o     <= csr_am_base_o;
            csr_am_max_o      <= csr_am_max_o;
            csr_soft_reset_o  <= '0;
          end
        endcase
      end
      if (csr_soft_reset_o[0] == 1)
        csr_soft_reset_o <= '0;
    end
  end
  assign csr_start_o = req_success && 
                       csr_wr_en_i &&
                       (csr_addr_i == CSR_START)&&
                       csr_wr_data_i[0];
  logic rsp_success;
  assign rsp_success = csr_rsp_valid_o && csr_rsp_ready_i;
  always_comb begin
    case(csr_addr_i)
      CSR_START:      csr_rd_data_o = '0;
      CSR_INPUT:      csr_rd_data_o = csr_input_o;
      CSR_STATUS:     csr_rd_data_o = csr_status_i;
      CSR_P_BINDING:  csr_rd_data_o = csr_p_binding_o;
      CSR_P_BUNDLING: csr_rd_data_o = csr_p_bundling_o;
      CSR_AM_BASE:    csr_rd_data_o = csr_am_base_o;
      CSR_AM_MAX:     csr_rd_data_o = csr_am_max_o;
      default:        csr_rd_data_o = '0;
    endcase
    csr_rsp_valid_o = csr_req_valid_i;
  end
endmodule
</file>
==> git commit body <==
Record implementation results from latest flow run

- Status: completed
* Tightest slew margin relative to the limit: 0.392
* CP cell instances: clkdlybuf4s50_1 -> nand2b_1 -> nor2_4 -> buf_4 -> a22oi_1 -> a21oi_1 -> clkdlybuf4s50_1
* Cells after synthesis: around 580
* WP buf/inv: 3
- Cell family with the largest share of critical-path delay: buffers and inverters
* Routability-driven placement congestion ratio: about 0.90
* Insertion Delay late pin: slightly above 0.4 ns
- Average vias per placed instance: 5.63
- The pre-antenna-repair detailed-routing pass consisted of 4 iterations.
- The global routing report lists combined usage of all routing layers as 0.267.
* Y dimension of the die: ~130 µm
- Registers, synthesis: approximately 160
* Placed insts: between 900 and 1000
* Pins over their slew limit: 0
* First-pass GRT wire length: 33.1 mm
* Most instantiated logic cell after routing: sky130_fd_sc_hd__clkdlybuf4s50_1
- Worst Setup End Kind: output pin
- Setup repair after global routing left no endpoint under its margin.
- Mean area per synthesized cell: about 14 µm²
- Worst-case setup slack after placement: between 2 and 3 ns
* Setup skew after layout: 0 ns
* Leading register cell type out of synthesis: sky130_fd_sc_hd__dfrtp_1
- Of the cells placed in the final design, the portion with a size suffix greater than 1 is 0.287.
* Clk root buf: sky130_fd_sc_hd__clkbuf_16
- The design draws 1.50 mW.
* CTS H-tree depth: 4
* Kind of path behind the tightest hold check: flip-flop to flip-flop
- Of all flip-flops after synthesis, the portion carrying an async set or reset was 1.00.
- The share of the Yosys chip area taken by registers is 0.487.
- Antenna violation net count after detailed routing: 0
- TritonCTS built the clock tree.
- For this run, the number of Yosys warnings is 1.
- Per the power-grid run, VDD falls by no more than ~0.00013 V.
- Count of boundary I/O pins: ~220
- The layout has between 1000 and 1500 filler cells.
* Total number of placement rows: 46
- Number of port buffers: approximately 220
- Warnings raised by the tools during the run amount to 27.
* Worst Slack Setup Final: around 2.5 ns
- Data required time at the worst endpoint: around 7.3 ns
* Register clock-pin slew on the reported worst setup and hold paths: about 0.070 ns
* Number of cell instances after yosys synthesis: 578
- Of the post-synthesis cell area, the dominant cell type holds 0.487.
- Final cell count without fillers: between 900 and 1000
- The clock passes through at most 2 buffers.
* Overflow after GRT: 0
- The number of setup buffers added after CTS is 0.
- Summed instance area of the synthesized netlist: 8280 µm²
- Clock buffer count from CTS: 17
* Final hold viol count: 0
- Number of DRC markers after the initial detailed-route iteration: ~260
- The core region is 16000 µm².
- The floorplan step set the die width to approximately 130 µm.
- Most common cell on crit path: sky130_fd_sc_hd__clkdlybuf4s50_1
- After clock tree synthesis, the flow added hold-fix buffers numbering 0.
- The critical path is of the primary input to output pin type.
- Cell variety after synth: 34
- At the pin with the least slew margin, the transition time is 0.905 ns.
* Max Fanout on Critical Path: 17
- Leaving out buffers and inverters, the combinational logic in the layout accounts for between 3000 and 4000 µm².
* Type of element launching the critical path: primary input
* Commonest cells after routing, fill and taps aside: sky130_fd_sc_hd__clkdlybuf4s50_1 (215), sky130_fd_sc_hd__dfrtp_1 (161), sky130_fd_sc_hd__mux2_4 (120)
* Total negative slack for setup checks: 0 ns
- The via count of the first global-routing pass was between 5000 and 6000.
- Number of resized instances in the post-cts repair step: 0
* Largest net degree at the start of global routing: roughly 76
- Final period demand of the worst path: approximately 6.6 ns
- Number of enable flip-flop cells: 0
* Fp util: 0.518
* Average wire length per cell after detail routing: 21.5 µm
* Max-capacitance violation count: 0
* Syn-to-layout area delta: 31.4%
* Die outline area: 17100 µm²
* Residual DRC count: 0
- Routed wire length: 21.2 mm
- Dividing the final minimum period by the clock period gives 0.727.
- The last timing report of the flow puts the setup violation total at 0.
- The routed layout has 5555 vias.
- Per the layout area report, the register area comes to roughly 4000 µm².
* Top cell type by total area after synthesis: sky130_fd_sc_hd__dfrtp_1
- Critical path data arrival time: between 4 and 5 ns
- Total power divided by cell area: approximately 140 nW/µm²
- Largest stage delay on the critical path: 0.94 ns
* Antenna violations before repair: 0
- Once detailed placement completed, the half-perimeter wirelength came to 13.5 mm.
* Yosys stat area: a little over 8000 µm²
- The number of clock sinks came to 161.
* Highest clock rate: 0.151 GHz
- LEAKAGE: approximately 4.8 nW
- Critical-path cell with the highest stage delay: sky130_fd_sc_hd__clkdlybuf4s50_1
- Synth top area cells: sky130_fd_sc_hd__dfrtp_1 (49%), sky130_fd_sc_hd__mux2_4 (22%), sky130_fd_sc_hd__mux2_2 (5.2%)
* Count of inserted antenna diode cells: 0
cell usage after synthesis (2+ instances only):
| cell type | count |
|---|---|
| sky130_fd_sc_hd__mux2_1 | 30 |
| sky130_fd_sc_hd__nor2_1 | 4 |
| sky130_fd_sc_hd__mux2_2 | 38 |
| sky130_fd_sc_hd__dfrtp_1 | 161 |
| sky130_fd_sc_hd__buf_4 | 37 |
| sky130_fd_sc_hd__nor4_2 | 3 |
| sky130_fd_sc_hd__clkbuf_1 | 19 |
| sky130_fd_sc_hd__buf_2 | 2 |
| sky130_fd_sc_hd__a22oi_1 | 52 |
| sky130_fd_sc_hd__nand2b_1 | 4 |
| sky130_fd_sc_hd__or3_1 | 2 |
| sky130_fd_sc_hd__mux2_4 | 120 |
| sky130_fd_sc_hd__buf_8 | 12 |
| sky130_fd_sc_hd__nor2b_1 | 7 |
| sky130_fd_sc_hd__nor4_1 | 5 |
| sky130_fd_sc_hd__a21oi_1 | 35 |
| sky130_fd_sc_hd__a222oi_1 | 4 |
| sky130_fd_sc_hd__nor4_4 | 6 |
| sky130_fd_sc_hd__nand2_1 | 9 |
| sky130_fd_sc_hd__nor3_1 | 6 |
| sky130_fd_sc_hd__mux2i_1 | 4 |
| sky130_fd_sc_hd__a22o_1 | 6 |
stage by stage:
step                      utilization  cell area, µm²  hold WS, ns
after CTS                       0.680           10900        0.493
after global routing            0.680           10900        0.507
final                           0.680           10900        0.489
after detailed placement        0.644           10300        0.474
after floorplan                     -            8280        0.454
after global placement          0.644           10300        0.464
flip-flops by register name, indices dropped and copies added, names as in the netlist:
signal,count
csr_am_base_o,32
csr_am_max_o,32
csr_input_o,32
csr_p_binding_o,32
csr_p_bundling_o,32
csr_soft_reset_o,1
routing by layer:
layer  share of wire  global-route usage  wire (µm)  vias to the layer above
met5               0                   0          0                        -
met2            0.48               0.418      10200                      189
li1                -                   -          -                     2480
met1            0.45               0.407       9560                     2869
met3           0.061              0.0634       1300                       17
met4          0.0096              0.0297        204                        0
path summary, 6_finish.rpt:
path / startpoint / endpoint / cells past startpoint / slack (ns)
worst max-delay path: csr_addr_i[2] / csr_rd_data_o[29] / 7 / 2.49
worst min-delay path: csr_p_bundling_o[25] / csr_p_bundling_o[25] / 1 / 0.49
worst max register to register: csr_p_bundling_o[10] / csr_p_bundling_o[10] / 1 / 8.28
worst min register to register: csr_p_bundling_o[25] / csr_p_bundling_o[25] / 1 / 0.49
max in group asynchronous: rst_ni / csr_p_binding_o[4] / 2 / 6.54
min in group asynchronous: rst_ni / csr_p_binding_o[27] / 1 / 1.41
cells by family (layout without fill, tap and decap cells):
family,after synthesis,count (layout),share of synthesized area
muxes,192,192,0.315
AOI/OAI and AO/OA,99,99,0.0811
buffers and inverters,72,265,0.0660
DFF,161,161,0.487
and+or+nand+nor,54,54,0.0514
final cells by class:
class | count | share of cell area
Clock buffer | 18 | 0.0404
Clock inverter | 14 | 0.0131
Multi-Input combinational cell | 345 | 0.342
Timing Repair Buffer | 232 | 0.210
Tap cell | 216 | 0.0248
Sequential cell | 161 | 0.370
Inverter | 1 | 0.000345
report_power, final:
group / leakage, nW / total, mW / switching (mW) / internal [mW]
combinational: 2.22 / 0.0860 / 0.0476 / 0.0384
clock: 0.289 / 0.703 / 0.309 / 0.393
sequential: 2.25 / 0.715 / 0.00000000219 / 0.715
No activity file was given, so power comes from the tool's default toggle rates.
